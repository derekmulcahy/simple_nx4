===== ./config.mk =====
export PLATFORM = sky130hd
export DESIGN_NAME = toplevel
export DESIGN_NICKNAME = toplevel
export VERILOG_FILES = /design/flow/design.v
export SDC_FILE = /design/flow/constraint.sdc
export NUM_CORES = 4
export LEC_CHECK = 1
export CORE_UTILIZATION = 30

===== ./constraint.sdc =====
current_design toplevel

set clk_period 4.0
set clk_io_pct 0.2

create_clock -name clk0 -period $clk_period [get_ports {clock}]

set non_clock_inputs [all_inputs -no_clocks]
set_input_delay [expr $clk_period * $clk_io_pct] -clock clk0 $non_clock_inputs
set_output_delay [expr $clk_period * $clk_io_pct] -clock clk0 [all_outputs]

===== ./design.v =====
`timescale 1ns / 1ps
module pixeldriver(
    input  clock,
    output led_sclk,
    output [6:1] led_l_sin,
    output [6:1] led_r_sin,
    output led_cal_sin,
    output reg led_mode = 1,
    output led_blank,
    output reg led_xlat = 0,
    output led_gsclk
  );
  reg [2:0]  gsclk_counter = ~0;  
  reg [11:0] blank_count   =  0;  
  reg [2:0]  sclk_counter  = ~0;  
  reg        sclk_stopped  =  0;  
  reg [9:0]  bit_count     =  0;  
  reg        led_mode_n    =  0;  
  wire [575:0] gs;               
  wire [191:0] gsr, gsg, gsb;    
  wire [287:0] dc;               
  wire [95:0]  dcr, dcg, dcb;    
  assign led_sclk     = sclk_counter[2];     
  assign sclk_strobe  = sclk_counter == 0;   
  assign led_gsclk    = gsclk_counter[2];    
  assign gsclk_strobe = gsclk_counter == 0;  
  assign led_blank    = blank_count == 0;    
  assign dcr          = {16{6'b010000}};     
  assign dcg          = {16{6'b010000}};     
  assign dcb          = {16{6'b001000}};     
  assign dc           = {dcr,dcg,dcb};       
  assign gsr          = 192'h000_000_00F_000_000_00F_000_000_00F_000_000_00F_000_000_00F_000;
  assign gsg          = 192'h000_00F_000_000_00F_000_000_00F_000_000_00F_000_000_00F_000_000;
  assign gsb          = 192'h00F_000_000_00F_000_000_00F_000_000_00F_000_000_00F_000_000_00F;
  assign gs           = {gsr,gsg,gsb};       
  assign led_l_sin    = led_mode ? {6{dc[bit_count]}} : {6{gs[bit_count]}};  
  assign led_r_sin    = led_l_sin;           
  assign led_cal_sin  = 0;                   
  always @(posedge clock)
  begin
    gsclk_counter <= gsclk_counter + 1;
    if (gsclk_strobe) begin
      blank_count <= blank_count + 1;
    end
  end
  always @(posedge clock)
  begin
    led_xlat <= 0;
    led_mode <= led_mode_n;
    if (!sclk_stopped && !led_blank) begin
      sclk_counter <= sclk_counter + 1;
    end
    if (led_blank) begin
      sclk_stopped <= 0;
    end
    if (sclk_strobe) begin
      if (bit_count == (led_mode ? 287 : 575)) begin
        bit_count    <= 0;
        sclk_stopped <= led_mode ? 0 : 1;
        led_xlat     <= 1;
        led_mode_n   <= !led_mode;  
      end else begin
        bit_count <= bit_count + 1;
      end
    end
  end
endmodule
`timescale 1ns / 1ps
module toplevel(
    input clock,
    output led_sclk,
    output [6:1] led_l_sin,
    output [6:1] led_r_sin,
    output led_cal_sin,
    input led_xerr,
    output led_mode,
    output led_blank,
    output led_xlat,
    output led_gsclk,
    output cpld_p8,
    output status_yellow,
    output status_orange,
    output status_red,
    output cpld_p2
  );
  pixeldriver driver (
    .clock(clock),
    .led_sclk(led_sclk),
    .led_l_sin(led_l_sin),
    .led_r_sin(led_r_sin),
    .led_cal_sin(led_cal_sin),
    .led_mode(led_mode),
    .led_blank(led_blank),
    .led_xlat(led_xlat),
    .led_gsclk(led_gsclk)
  );
  reg blank_previous    = 0;
  reg [9:0] blank_count = 0;
  assign status_yellow = blank_count[9];
  assign status_orange = 0;
  assign status_red    = !led_xerr;  
  assign cpld_p8       = led_blank;  
  assign cpld_p2       = 1;          
  always @(posedge clock) begin
    blank_previous <= led_blank;
    if (!blank_previous && led_blank) begin
        blank_count <= blank_count + 1;
    end
  end
endmodule

===== ./run.sh =====
#!/bin/bash
# OpenROAD 26Q1-2900-gdf79404cd8, Yosys 0.63+post, stock flow scripts
make -C /OpenROAD-flow-scripts/flow DESIGN_CONFIG=/design/flow/config.mk WORK_HOME=/design/flow/orfs finish

==> results_dict.tcl <==
# place-and-route summary
set metrics [dict create \
    clk_pin_slew_ps 80 \
    ant_nets 0 \
    synth_seq_share_pct 43.63 \
    clk_latency_ps 290 \
    antenna_cells 0 \
    arrival_ps 2920 \
    die_area_um2 9720 \
    top_cells_by_area "edfxtp_1, xnor2_1, buf_4" \
    routed.top_layer "met4" \
    tightestPinTransition_ps 854.5 \
    slew_headroom_pct 43.03 \
    drc 0 \
    syn_to_final_growth_pct 10.46 \
    critical-path-top-delay-family "flip-flops" \
    ys_cells 271 \
    cp_slowest_cell "edfxtp_1" \
    synth_cell_types 55 \
    n_fill_cell 877 \
    drt_wl_total_um 4860 \
    slew_viol_final 0 \
    synth_area_um2 2799 \
    drt_first_pass_iters 4 \
    drt_iter0_markers 91 \
    dr_wl_met3_um 247 \
    crit_required_ps 3200 \
    final-seq-area_um2 1221 \
    routed_wire_length_per_instance_um 12.62 \
    cts_tree "built" \
    rows 34 \
    top_area_share_pct 38.62 \
    crit_chain "xnor2_1, a21oi_1, o41ai_1, o211ai_1, a32oi_1, buf_4, clkdlybuf4s50_1" \
    numPortBuffers 21 \
    numCtsBuffers 5 \
    numSynthFlops 43 \
    fin_crit_sh_pct 92.94 \
    die_height_um 98.59 \
    place.gp.congestion 0.8504 \
    hold_path.class "reg2reg" \
    power_density_nw_per_um2 259.7 \
    crit_type "reg2out" \
    yosysMostFrequentCell "edfxtp_1" \
    clock-root-buffer "clkbuf_8" \
    fin_tns_setup_ps 0 \
    comb_area_um2 1309 \
    total_power_uw 803.0 \
    path_buffers 2 \
    irDropWorstVdd_uv 299.7 \
    synth-main-ff-cell "edfxtp_1" \
    rsz0062_at_grt "false" \
    core_um2 8891 \
    crit_fanout 28 \
    fp-utilization_pct 31.48 \
    outcome "finished, final reports clean" \
    clock_skew_ps 6.520 \
    vias 1916 \
    warning_count 28 \
    crit_path_start_kind "register" \
    antenna_found_initial 0 \
    cap_violations 0 \
    drive_gt1_share_pct 7.942 \
    hold_viol 0 \
    synth.avg_cell_area_um2 10.33 \
    place_hpwl_um 3236 \
    fmax_mhz 269.0 \
    layout_min_cycle_time_ps 3717 \
    hold_buffers 0 \
    grt_max_degree 29 \
    synth_cells 271 \
    cts_buffer_depth 2 \
    top_cells_by_count "edfxtp_1, xnor2_1, buf_4" \
    grt-ovfl-total 0 \
    leakagePower_uw 0.001155 \
    ys_warn_count 4 \
    wl_met1_um 2550 \
    via_per_inst 4.977 \
    setup_viol 0 \
    dieWidth_um 98.59 \
    yosys.area.top_type "edfxtp_1" \
    met2WireLength_um 2028 \
    edf_count 36 \
    worstSetupEndpointType "output port" \
    synthArstFlopShare_pct 0 \
    h-tree-depth 2 \
    ys_chip_area_um2 2799 \
    grt_first_pass_wirelength_um 8231 \
    clkSinkCount 43 \
    grt_pass1_vias 1688 \
    grt_use_total_pct 10.46 \
    top_level_ports 25 \
    crit_path_max_incr_delay_ps 910 \
]
[cell families after synthesis]
group / Yosys count / synth area share (%)
xor+xnor: 35 / 10.95
mux: 1 / 0.3576
fa+ha+maj: 8 / 3.576
other cells: 2 / 0.2683
simple gates: 97 / 21.10
buf+inv: 45 / 9.745
flops: 43 / 43.63
compound gates: 40 / 10.37
[cells in the final DEF, fill, tap and decap left out, types with 2 or more instances in the layout]
cell type / synthesis / layout
a31oi_1: 6 / 6
nand2b_1: 3 / 3
o2111ai_1: 3 / 3
dfxtp_1: 7 / 7
buf_4: 19 / 8
nor3b_1: 5 / 5
and3b_1: 2 / 2
xnor2_1: 20 / 20
nor2b_1: 7 / 7
and4b_1: 2 / 2
and3_1: 7 / 7
nor2_1: 18 / 18
nand3_1: 18 / 18
conb_1: 2 / 3
a21oi_1: 5 / 5
clkbuf_8: 1 / 5
nor4_1: 2 / 2
xor2_1: 15 / 15
edfxtp_1: 36 / 36
nor4bb_1: 6 / 6
a211oi_1: 4 / 4
a22oi_1: 3 / 3
nor3_1: 3 / 3
clkdlybuf4s50_1: 0 / 21
ha_1: 8 / 8
a22o_1: 2 / 2
o31ai_1: 2 / 2
nand2_1: 10 / 10
nor4b_1: 3 / 3
inv_1: 13 / 13
a221oi_1: 2 / 2
o21ai_0: 4 / 4
[sequential cells by signal (all words and copies together), names as in the netlist]
name	flops
blank_count	10
driver.gsclk_counter	3
driver.led_mode	1
driver.sclk_stopped	1
driver.led_xlat	1
driver.blank_count	12
driver.led_mode_n	1
driver.sclk_counter	3
blank_previous	1
driver.bit_count	10
[cell type report]
class | instances | share of cell area (%)
Clock buffer | 5 | 2.226
Clock inverter | 3 | 1.255
Inverter | 13 | 1.578
Multi-Input combinational cell | 184 | 42.33
Sequential cell | 43 | 39.50
Tap cell | 108 | 4.371
Timing Repair Buffer | 29 | 8.741
[power breakdown]
group | total (uW) | switching [uW] | internal [uW] | leakage [uW]
combinational | 2.01 | 0.294 | 1.72 | 0.000624
sequential | 477 | 0 | 477 | 0.000475
clock | 324 | 141 | 183 | 0.0000556
[per-stage QoR]
stage | hold WS, ps | cell area (um^2) | std cells | utilization, % | setup WS [ps]
floorplan | 323.3 | 2803 | 272 | - | 1117
global placement | 328.0 | 2977 | 376 | 33.48 | 568.0
detailed placement | 331.6 | 2977 | 376 | 33.48 | 551.0
CTS | 351.7 | 3084 | 384 | 34.69 | 230.9
global route | 381.6 | 3092 | 385 | 34.77 | 7.051
finish | 347.6 | 3092 | 385 | 34.77 | 282.5
[layer usage]
| metal | vias up | global-route usage [%] |
|---|---|---|
| met5 | - | 0 |
| met4 | 0 | 0.9185 |
| met3 | 6 | 2.309 |
| met2 | 54 | 14.41 |
| met1 | 883 | 18.02 |
| li1 | 973 | - |
[what timing repair did]
| action | CTS | global route |
|---|---|---|
| setup endpoints to repair | 0 | 12 |
| resized | 0 | 0 |
| setup buffers | 0 | 1 |
[path summary, 6_finish.rpt]
path	startpoint	to	slack, ps	depth (start not counted)
setup / recovery	driver.bit_count[3]$_SDFFCE_PP0N_	led_r_sin[1]	280	7
hold reg to reg	driver.led_mode_n$_DFFE_PP_	driver.led_mode$_DFF_P_	350	0
setup reg to reg	driver.bit_count[3]$_SDFFCE_PP0N_	driver.led_mode_n$_DFFE_PP_	1660	4
hold / removal	driver.led_mode_n$_DFFE_PP_	driver.led_mode$_DFF_P_	350	0
Power is estimated from default activity; no workload was simulated.
